==> flow/design.v <==
module CaesarEncoder(ready, reset, a, b, c, d, S0, S1, S2, S3, S4);  
    input a, b, c, d, ready, reset;
    output reg S0, S1, S2, S3, S4;
    always @(posedge reset) begin
        S0 <= 1'bx;
        S1 <= 1'bx;
        S2 <= 1'bx;
        S3 <= 1'bx;
        S4 <= 1'bx;
    end
    always @(posedge ready) begin
        if (a && (b || c)) begin  
            S0 <= 1'bx;
            S1 <= 1'bx;
            S2 <= 1'bx;
            S3 <= 1'bx;
            S4 <= 1'bx;
        end else begin  
            S0 <= ~b & (~c | ~d);
            S1 <= (~b & ~c) | (b & c & d);
            S2 <= a | (b & c) | (~b & ~c & ~d);
            S3 <= a | (b & d) | (b & c);
            S4 <= b | (a & ~d);
        end
    end
endmodule
module display(S4, S3, S2, S1, S0, c0, c1, c2, c3, c4, c5, c6);  
    input S0, S1, S2, S3, S4;  
    output c0, c1, c2, c3, c4, c5, c6;  
    assign c0 = (~S4 | S0 | (S3 & S1));
    assign c1 = (~S3 | ~S0);
    assign c2 = (~S3 | S2);
    assign c3 = (S3 & ~S1) | (S3 & S0) | (~S2 & S1) | (~S4 & ~S0);
    assign c4 = (~S4 & ~S0) | (~S2 & S1) | (~S4 & S3) | (S3 & ~S2);
    assign c5 = (S3 & S1) | (~S4 & ~S2);
    assign c6 = S3 | (~S2 & S0);
endmodule
module readyclk(ready);  
    output reg ready;
    always begin
        #2 ready = 1'b0;  
        #2 ready = 1'b1;  
    end
endmodule
==> flow/run.sh <==
#!/bin/bash
# OpenROAD 26Q1-2900-gdf79404cd8, Yosys 0.63+post, stock flow scripts
make -C /OpenROAD-flow-scripts/flow DESIGN_CONFIG=/design/flow/config.mk WORK_HOME=/design/flow/orfs finish
==> flow/config.mk <==
export PLATFORM = sky130hd
export DESIGN_NAME = display
export DESIGN_NICKNAME = display
export VERILOG_FILES = /design/flow/design.v
export SDC_FILE = /design/flow/constraint.sdc
export NUM_CORES = 4
export LEC_CHECK = 1
export CORE_AREA = 10 10 70 70
export DIE_AREA = 0 0 80 80
==> flow/constraint.sdc <==
current_design display

set clk_period 1.0
set clk_io_pct 0.2

create_clock -name clk0 -period $clk_period

set non_clock_inputs [all_inputs -no_clocks]
set_input_delay [expr $clk_period * $clk_io_pct] -clock clk0 $non_clock_inputs
set_output_delay [expr $clk_period * $clk_io_pct] -clock clk0 [all_outputs]
==> summary.log <==
[global_routing] via count of the first global-routing pass 132
[layout] number of clock-tree buffers in the layout 0
[critical_path] Critical Path Fanout Max 5
[layout] sequential cell count 0
[critical_path] data arrival time at the worst-slack endpoint 0.81 ns
[timing] Worst Slack Setup Final -0.00912 ns
[run_status] result of the run complete, but fails checks
[global_routing] maximum number of pins on one net before global-route repair 6
[floorplan] Core ar. 3420 µm²
[yosys] Cell area leaders nand2_1, a221o_1, a21o_2
[timing] number of hold-slack violations in the final timing report 0
[floorplan] Core Util at FP 2.20%
[timing] RSZ-0062 raised after global routing true
[run_status] violations in the final reports setup timing
[global_routing] antenna violations before repair 0
[timing] min Tclk post-route 1.01 ns
[global_routing] total overflow reported by the global router 0
[layout] post-route insts no fill 73
[detailed_routing] ANT cells 0
[yosys] most instantiated library cell after synthesis nand2_1
[floorplan] width of the die 80 µm
[run] Maximum Capacitance Violations 0
[detailed_routing] remaining routing DRC violations 0
[yosys] leading post-synthesis cells by instance count nand2_1, nor2_1
[detailed_routing] total number of vias 149
[layout] share of the core filled with cells 7.66%
[placement] detailed-placement wirelength estimate 404 µm
[pwr] maximum VDD drop 0.0000333 V
[critical_path] kind of critical path input port to primary output
[timing] final clock period utilization by the worst path 101%
[timing] final setup violation count 1
[yosys] number of standard cells reported by yosys 13
[global_routing] first-pass GRT wire length 724 µm
[yosys] cell accounting for the most synthesized area nand2_1
[pwr] cell area power density 317 nW/µm²
[yosys] yosys synthesis chip area 75.1 µm²
[placement] number of buffers inserted by port buffering 12
[detailed_routing] count of routing violations after the opening detailed-route iteration 0
[yosys] gate count after technology mapping 13
[floorplan] die outline height 80 µm
[yosys] Seq/Total Area, Yosys 0%
[layout] FF/Latch Area 0 µm²
[layout] fraction of final layout cells sized beyond drive strength 1 59.3%
[detailed_routing] number of routed nets with antenna violations 0
[critical_path] CP endpoint kind primary output
[detailed_routing] final routed wirelength across all metal layers 489 µm
[timing] f_max 991 MHz
[layout] count of fill cells added during filler insertion 410
[critical_path] required time at the worst-slack endpoint 0.80 ns
[pwr] leakage power of the design 0.107 nW
[global_routing] total track usage 1.39%
[timing] worst slew margin relative to its limit 90.1%
[hold_path] worst min-delay path startpoint S4
[floorplan] top-level I/O count 12
[yosys] synth warn 0
[yosys] mean area per synthesized cell 5.77 µm²
[timing] Pins Over Slew Limit 0
[layout] area of the multi-input gates 87.6 µm²
[placement] placed cells 73
[yosys] share of the synthesized area in the top cell type 15.0%
[run] number of logged tool warnings 34
[critical_path] type of origin of the critical path input port
[yosys] area of the mapped netlist 75.1 µm²
[detailed_routing] routed len/inst 6.70 µm
[floorplan] count of standard-cell rows 21
[hold_path] sink of the worst hold path c4
[hold_path] hold path cells 3
[clocking] CTS Hold Buffers Added 0
[detailed_routing] total iterations of the first detailed-routing run 1
[timing] slew at the pin with the worst max-slew slack 0.148 ns
[floorplan] die area 6400 µm²
[placement] last weighted congestion value of the routability-driven placer 0.749
[yosys] number of unique standard cell types used by synthesis 10
[detailed_routing] Via density 2.04
[hold_path] worst min-delay path class input port to primary output
[layout] signed area change from the synthesized netlist to the final layout 248%
[critical_path] first element of the critical path S0
==> final cells by class <==
| class | instances | area share, % |
|---|---|---|
| multi-input combinational | 12 | 33.5 |
| inverter | 1 | 1.44 |
| tap | 46 | 22.0 |
| timing repair buffer | 14 | 43.1 |
==> repair_timing <==
action	4_1_cts	5_1_grt
gates resized	43	2
endpoints found under the setup margin	7	2
pin swaps	4	2
setup buffers	0	0
hold endpoints to repair	0	0
==> critical path, stage by stage <==
cell	delay (ns)
buf_8	0.10
nand2b_4	0.12
a221o_1	0.27
buf_2	0.11
==> how the worst max path moves through the flow <==
stage                 to  slack (ns)  depth (start not counted)
after CTS             c3       -0.04                          4
final                 c3      -0.009                          4
after global routing  c3       -0.04                          4
==> report_power, final <==
part	internal, W	switching, W
combinational	0.0000528	0.0000301
clock	0	0
sequential	0	0
total	0.0000528	0.0000301
==> through the flow <==
step	total power, W	setup TNS, ns	area (µm²)	hold WS (ns)	setup WS (ns)
floorplan	0.0000167	0	75.1	0.415	0.231
global placement	0.0000928	-4.52	268	1.39	-0.783
detailed placement	0.0000923	-4.58	268	1.40	-0.778
CTS	0.0000852	-0.0360	263	0.699	-0.0360
global route	0.0000927	-0.0447	262	0.726	-0.0447
finish	0.0000829	-0.00912	262	0.684	-0.00912
==> routing by layer <==
metal | up-vias | GRT usage [%] | share of wire (%)
li1 | 75 | - | -
met4 | 0 | 0 | 0
met3 | 0 | 0.455 | 11
met2 | 9 | 2.09 | 37
met5 | - | 0 | 0
met1 | 65 | 1.98 | 52
==> placed cells by master, fill, tap and decap left out <==
cell type	instances
o22ai_2	1
nand2b_4	1
buf_2	4
inv_2	1
clkbuf_2	1
nor2b_2	1
nand2_1	2
nand2_2	1
buf_6	2
o21ai_1	1
a21o_2	1
buf_4	2
buf_8	1
dlygate4sd2_1	4
nor2_1	2
a221o_1	1
nand3b_1	1
==> cell families after synthesis <==
kind of cell / after synthesis / share of synthesized area (%)
compound gates: 4 / 40.0
simple gates: 8 / 55.0
buf+inv: 1 / 5.00
Power figures rest on the tool's default switching activity, not on a simulated workload.
